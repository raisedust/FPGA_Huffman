**./design.v**
```verilog
`timescale 1ns / 1ps
module CLK_DIV(CLK_IN, nRST, CLK_OUT);
    input CLK_IN;
    input nRST;
    output CLK_OUT;
	reg CLK_OUT = 1'b1;
	reg [9:0] DIV_counter = 10'h000;
	parameter DIV_FACTOR = 1;
	always@(posedge CLK_IN)
	 begin
		if(!nRST)
		 begin
			CLK_OUT <= 1'b1;
			DIV_counter <= 10'h000;
		 end
		else
		 begin
			if(DIV_counter != DIV_FACTOR >> 1)
			 begin
				DIV_counter <= DIV_counter + 1;
			 end
			else
			 begin
				DIV_counter <= 10'h000;
				CLK_OUT <= !CLK_OUT;
			 end
		 end
	 end
endmodule
```
**./config.mk**
```make
export PLATFORM = sky130hd
export DESIGN_NAME = CLK_DIV
export DESIGN_NICKNAME = CLK_DIV
export VERILOG_FILES = /design/flow/design.v
export SDC_FILE = /design/flow/constraint.sdc
export NUM_CORES = 4
export LEC_CHECK = 1
export CORE_AREA = 10 10 70 70
export DIE_AREA = 0 0 80 80
```
**./run.sh**
```bash
#!/bin/bash
# OpenROAD 26Q1-2900-gdf79404cd8, Yosys 0.63+post, stock flow scripts
make -C /OpenROAD-flow-scripts/flow DESIGN_CONFIG=/design/flow/config.mk WORK_HOME=/design/flow/orfs finish
```
**./constraint.sdc**
```tcl
current_design CLK_DIV

set clk_period 1.6
set clk_io_pct 0.2

create_clock -name clk0 -period $clk_period [get_ports {CLK_IN}]

set non_clock_inputs [all_inputs -no_clocks]
set_input_delay [expr $clk_period * $clk_io_pct] -clock clk0 $non_clock_inputs
set_output_delay [expr $clk_period * $clk_io_pct] -clock clk0 [all_outputs]
```
==> job_summary.md <==
### Yosys + OpenROAD results

| Metric | Value |
|---|---|
| Global route overflow | 0 |
| Final Hold Fails | 0 |
| RSZ-0062 raised after global routing | false |
| P_leak | ~0.21 nW |
| Max-area cell share | 44.1% |
| Layout fillers | ~380 |
| Yosys stat chip area | 499 um2 |
| # DRC | 0 |
| Clock transition at path regs | approximately 0.07 ns |
| Ports | 3 |
| EDFF count, synth | 0 |
| Initial antenna violation count | 0 |
| TritonCTS clock tree | yes |
| Post-CTS Setup Inserts | 0 |
| Row count | 21 |
| Max rail drop VDD | around 0.32 mV |
| WL final | a little under 1000 um |
| First-pass GRT wire length | 1670 um |
| Area Overhead vs Synth | 31.3% |
| Sequential area share after synthesis | roughly 44% |
| Synth Flop Type | dfxtp_1 |
| Final setup TNS | 0 ns |
| Largest net degree at the start of global routing | 11 |
| Cells in synth_stat.txt | around 55 |
| Period Utilization, post-route | between 90% and 100% |
| Worst path required time | around 1.8 ns |
| Ys Warns | 1 |
| IO Port Bufs | 2 |
| Unique cell types | 20 |
| Bufs on Longest Clock Path | 2 |
| ANT cells | 0 |
| Root buf cell | clkbuf_4 |
| Fraction of layout cells with a size suffix above 1 | 19.4% |
| Most frequent cell after synthesis | dfxtp_1 |
| Init Core Util | 14.6% |
| CP Launch Type | flop |
| Setup Viol. Count Final | 0 |
| Setup CP Type | flop to flop |
| TritonCTS Sinks | 11 |
| Top cells, area | dfxtp_1, a21oi_1, ha_1 |
| Post-synthesis instance total | 55 |
| Max H-tree Level | 1 |
| Hpwl dp | 691 um |
| Max cap viols | 0 |
| Power Density | ~720 nW/um2 |
| Fmax | between 600 and 700 MHz |
| CP Data Arrival Time | 1.67 ns |
| Min Tclk post-route | 1.52 ns |
| Worst clock skew | roughly 0.0066 ns |
| Outcome | completed |
| Log Warnings | 26 |
| Via count | between 400 and 500 |
| Gp weighted congestion | around 0.76 |
| Pre-antenna DRT Iters | 4 |
| Actual slew at the worst max-slew pin | between 0.2 and 0.25 ns |
| Vias per cell | ~3.9 |
| CP Max Fanout | 5 |
| DR WL/cell | ~8.7 um |
| R2r setup slk | approximately 0.08 ns |
| Vias in the first global route | 374 |
| Post-synthesis async set-or-reset flop share | 0% |
| Core area | 3420 um2 |
| DRT iter0 DRCs | 31 |
| Synth Register Bits | 11 |
| Worst hold path type | flop to flop |
| Avg Cell Area, Syn | between 9 and 10 um2 |
| ANT nets after route | 0 |
| Synth cell count leaders | dfxtp_1, a21oi_1, nand3_1, nor2_1 |
| Clk ins delay skew pair | ~0.26 ns |
| Slew Limit Fails | 0 |
| Yosys top cell by area | dfxtp_1 |
| Slew margin rel. | a little over four fifths |
| Total Routing Usage GR | under 10% |
| Synth Cell Area | between 400 and 500 um2 |
| Die height | around 80 um |
| Die area | 6400 um2 |
| Overall power | 469 uW |
| Worst setup EP type | flop |
| Die Wd | ~80 um |
| CTS Buf Count | 3 |
[report_power, final]
group / internal [mW] / switching, mW
Clock: 0.0963 / 0.0864
Sequential: 0.275 / 0.00144
Combinational: 0.00721 / 0.00254
Total: 0.379 / 0.0904
[metal layers]
metal / GRT usage, % / up-vias / share of wire [%] / wire length (um)
met4: 0.528 / 0 / 1.5 / 15
li1: - / 222 / - / -
met1: 4.17 / 205 / 48 / 475
met2: 4.41 / 15 / 41 / 400
met5: 0 / - / 0 / 0
met3: 1.93 / 4 / 9.3 / 92
[worst max-delay path, cell delays in order, from the launching register on]
cell	delay [ns]
dfxtp_1	0.31
inv_1	0.05
ha_1	0.12
or4b_4	0.48
o31ai_4	0.24
buf_6	0.16
a21oi_1	0.04
[what timing repair did]
action	CTS	global route
hold buffers	0	0
endpoints found under the setup margin	0	10
resized	0	3
[stage by stage]
stage          hold WS, ns  setup slack [ns]  util [%]  cells  cell area [um2]
2_1_floorplan        0.406            0.0377         -     55              499
3_3_place_gp         0.479            0.0709      18.0    108              614
3_5_place_dp         0.473            0.0383      18.0    108              614
4_1_cts              0.489            0.0297      18.8    112              641
5_1_grt              0.515           0.00336      19.2    113              656
6_report             0.485            0.0801      19.2    113              656
[kinds of logic after synthesis]
| logic type | share of synthesized area (%) |
|---|---|
| simple gates | 26.3 |
| fa+ha+maj | 5.01 |
| compound gates | 16.3 |
| xor+xnor | 5.26 |
| buf+inv | 3.01 |
| flops | 44.1 |
[final cells by class]
| class | count | area (um2) | area share (%) |
|---|---|---|---|
| timing repair buffer | 8 | 72.6 | 11.1 |
| sequential | 11 | 220 | 33.6 |
| multi-input combinational | 40 | 264 | 40.3 |
| tap | 46 | 57.6 | 8.78 |
| clock buffer | 4 | 26.3 | 4.01 |
| inverter | 4 | 15.0 | 2.29 |
[worst paths after layout]
check,from,end,depth (start not counted)
min reg2reg,DIV_counter[9],DIV_counter[9],2
max reg2reg,DIV_counter[0],DIV_counter[5],6
min,DIV_counter[9],DIV_counter[9],2
max,DIV_counter[0],DIV_counter[5],6
[flip-flops by register name, indices dropped and copies added, names as in the netlist]
signal,cells
DIV_counter,10
CLK_OUT,1
[placed cells by master, fill, tap and decap left out, drive strengths merged]
master / netlist / layout
clkbuf: 0 / 4
inv: 4 / 4
nor4: 1 / 1
xor2: 2 / 2
a21oi: 5 / 5
nand2: 2 / 2
nand3b: 1 / 1
clkdlybuf4s50: 0 / 2
xnor2: 1 / 1
o21ai: 4 / 4
nor2: 5 / 5
buf: 0 / 6
or3: 5 / 5
nand4: 1 / 1
nand3: 5 / 5
dfxtp: 11 / 11
or4: 1 / 1
or2: 1 / 1
ha: 2 / 2
or4b: 1 / 1
o31ai: 3 / 3
Power is estimated from default activity; no workload was simulated.
