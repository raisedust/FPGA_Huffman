$ cat ./run.sh
#!/bin/bash
# OpenROAD 26Q1-2900-gdf79404cd8, Yosys 0.63+post, stock flow scripts
make -C /OpenROAD-flow-scripts/flow DESIGN_CONFIG=/design/flow/config.mk WORK_HOME=/design/flow/orfs finish
$ cat ./config.mk
export PLATFORM = sky130hd
export DESIGN_NAME = example
export DESIGN_NICKNAME = example
export VERILOG_FILES = /design/flow/design.v
export SDC_FILE = /design/flow/constraint.sdc
export NUM_CORES = 4
export LEC_CHECK = 1
export CORE_UTILIZATION = 40
$ cat ./constraint.sdc
current_design example

set clk_period 6.6
set clk_io_pct 0.2

create_clock -name clk0 -period $clk_period [get_ports {CLK}]

set non_clock_inputs [all_inputs -no_clocks]
set_input_delay [expr $clk_period * $clk_io_pct] -clock clk0 $non_clock_inputs
set_output_delay [expr $clk_period * $clk_io_pct] -clock clk0 [all_outputs]
$ cat ./design.v
`timescale 1ns / 1ps
module example(CLK,nRST,state,info_node_1,info_node_2,info_node_3,info_node_4,info_node_5,info_node_6,
info_node_7,state1,state2,state3,state4,state5,state6,state7);
	input CLK;
	input nRST;
	input [1:0] state;
	input [12:0] info_node_1;
	input [12:0] info_node_2;
	input [12:0] info_node_3;
	input [12:0] info_node_4;
	input [12:0] info_node_5;
	input [12:0] info_node_6;
	input [12:0] info_node_7;
	output [7:0] state1;
	output [7:0] state2;
	output [7:0] state3;
	output [7:0] state4;
	output [7:0] state5;
	output [7:0] state6;
	output [7:0] state7;
	reg [7:0] state1;
	reg [7:0] state2;
	reg [7:0] state3;
	reg [7:0] state4;
	reg [7:0] state5;
	reg [7:0] state6;
	reg [7:0] state7;
	reg [12:0] temp_node;
	reg [11:0] counter;
	wire [3:0] S0;
	wire [3:0] S1;
	wire [3:0] S2;
	assign S0 = 4'b0000;
	assign S1 = 4'b0001;
	assign S2 = 4'b0010;
	always @ (posedge CLK or negedge nRST)
	begin
		if(!nRST)
			counter <= 1;
		else 
			begin
			if(counter < 12'h00f)
				begin
				counter <= counter + 1;
				case(counter)
				12'h001: temp_node <= info_node_1;
				12'h002: begin
						  temp_node <= info_node_1;
						  if(temp_node[3:0] != temp_node[7:4])
								begin
								case(temp_node[12:9])
								S0: state1 <= {1'b0,state,temp_node[8],temp_node[3:0]};
								S1: state1 <= {2'b00,state[1],temp_node[8],temp_node[3:0]};
								S2: state1 <= {3'b000,temp_node[8],temp_node[3:0]};
								default:;
								endcase
								end
							else;
							end
				12'h003: temp_node <= info_node_2;
				12'h004: begin
						  temp_node <= #1 info_node_2;
						  if(temp_node[3:0] != temp_node[7:4])
								begin
								case(temp_node[12:9])
								S0: state2 <= {1'b0,state,temp_node[8],temp_node[3:0]};
								S1: state2 <= {2'b00,state[1],temp_node[8],temp_node[3:0]};
								S2: state2 <= {3'b000,temp_node[8],temp_node[3:0]};
								default:;
								endcase
								end
							else;
							end
				12'h005: temp_node <= info_node_3;
				12'h006: begin
						  temp_node <= #1 info_node_3;
						  if(temp_node[3:0] != temp_node[7:4])
								begin
								case(temp_node[12:9])
								S0: state3 <= {1'b0,state,temp_node[8],temp_node[3:0]};
								S1: state3 <= {2'b00,state[1],temp_node[8],temp_node[3:0]};
								S2: state3 <= {3'b000,temp_node[8],temp_node[3:0]};
								default:;
								endcase
								end
							else;
							end
				12'h007: temp_node <= info_node_4;
				12'h008: begin
						  temp_node <= #1 info_node_4;
						  if(temp_node[3:0] != temp_node[7:4])
								begin
								case(temp_node[12:9])
								S0: state4 <= {1'b0,state,temp_node[8],temp_node[3:0]};
								S1: state4 <= {2'b00,state[1],temp_node[8],temp_node[3:0]};
								S2: state4 <= {3'b000,temp_node[8],temp_node[3:0]};
								default:;
								endcase
								end
							else;
							end
				12'h009: temp_node <= info_node_5;
				12'h00a: begin
						  temp_node <= #1 info_node_5;
						  if(temp_node[3:0] != temp_node[7:4])
								begin
								case(temp_node[12:9])
								S0: state5 <= {1'b0,state,temp_node[8],temp_node[3:0]};
								S1: state5 <= {2'b00,state[1],temp_node[8],temp_node[3:0]};
								S2: state5 <= {3'b000,temp_node[8],temp_node[3:0]};
								default:;
								endcase
								end
							else;
							end
				12'h00b: temp_node <= info_node_6;
				12'h00c: begin
						  temp_node <= #1 info_node_6;
						  if(temp_node[3:0] != temp_node[7:4])
								begin
								case(temp_node[12:9])
								S0: state6 <= {1'b0,state,temp_node[8],temp_node[3:0]};
								S1: state6 <= {2'b00,state[1],temp_node[8],temp_node[3:0]};
								S2: state6 <= {3'b000,temp_node[8],temp_node[3:0]};
								default:;
								endcase
								end
							else;
							end
				12'h00d: temp_node <= info_node_7;
				12'h00e: begin
						  temp_node <= #1 info_node_7;
						  if(temp_node[3:0] != temp_node[7:4])
								begin
								case(temp_node[12:9])
								S0: state7 <= {1'b0,state,temp_node[8],temp_node[3:0]};
								S1: state7 <= {2'b00,state[1],temp_node[8],temp_node[3:0]};
								S2: state7 <= {3'b000,temp_node[8],temp_node[3:0]};
								default:;
								endcase
								end
							else;
							end
				default:;
				endcase
				end
			else;
			end
	end
endmodule
==> flow_summary.json <==
{
  "antenna_left": 0,
  "post_cts_buffers": 0,
  "synth_cells": 253,
  "drtPass1Iterations": 4,
  "arrival_ns": 3.30,
  "fin_crit_sh_pct": 50.5,
  "tightest_slew_ns": 0.715,
  "drcViolationCount": 0,
  "drv_cap": 0,
  "hp-start": "counter[7]",
  "io_pins": 151,
  "syn_area_sq_mm": 0.00357,
  "drive_gt1_share_pct": 15.5,
  "path_max_fanout": 15,
  "hp-class": "reg2reg",
  "start_kind": "input pin",
  "drv_slew": 0,
  "min_path_cells": 0,
  "finalClockSkew_ns": 0.0158,
  "hold_viol": 0,
  "root_buffer": "clkbuf_8",
  "area_leaders": "edfxtp_1 52%, mux2_2 8.8%, dfrtp_1 7.7%, a221oi_1 6.4%, a22o_1 3.2%",
  "grt_use_total_pct": 20.8,
  "fin_setup_tns_ns": 0,
  "cp.required_ns": 6.57,
  "synthFlopType": "edfxtp_1",
  "insertion_delay_ns": 0.34,
  "power.density_mw_per_mm2": 177,
  "reg2reg_slack_ns": 3.82,
  "grt_pass1_vias": 2673,
  "ys_area_sq_mm": 0.00357,
  "die.size.y_microns": 96.5,
  "vdd_drop_max_v": 0.000118,
  "ys_seq_share_pct": 60.6,
  "cts_buffers": 9,
  "port_buffers": 143,
  "r2r-end": "temp_node[6]",
  "antenna_found_initial": 0,
  "ys_cells": 253,
  "reg2reg_from": "counter[0]",
  "antenna_cells": 0,
  "htree_levels": 3,
  "chipArea_sq_mm": 0.00931,
  "edf_count": 62,
  "yosysTopAreaCellShare_pct": 52.1,
  "rows": 34,
  "outcome": "completed",
  "hpwl_mm": 6.95,
  "clockBufferDepth": 2,
  "ys_warn_count": 1,
  "crit_type": "in2reg",
  "ys.flops": 74,
  "synth.largest_area_cell": "edfxtp_1",
  "rsz0062_at_grt": "false",
  "grt_max_degree": 39,
  "clkTransAtPathRegs_ns": 0.08,
  "ctsResizeCount": 0,
  "routed_wl_mm": 8.96,
  "worst-r2r-cell-count": 7,
  "avgSynthCellArea_sq_um": 14.1,
  "synth.most_common_cell": "edfxtp_1",
  "synthArstFlopShare_pct": 16.2,
  "common_cells": "62 x edfxtp_1, 28 x mux2_2, 26 x a221oi_1, 19 x clkbuf_1",
  "die_w_microns": 96.5,
  "area_growth_pct": 47.5,
  "initCoreUtil_pct": 41.2,
  "drt_iter0_drc": 75,
  "routedWlPerCell_microns": 17.9,
  "grt_overflow": 0,
  "grt_pass1_wl_mm": 13.7,
  "vias_per_cell": 5.32,
  "synth_cell_types": 38,
  "core_region_area_sq_mm": 0.00868,
  "setup_violations": 0,
  "finalCriticalPeriod_ns": 3.33,
  "vias": 2664,
  "cp-end-kind": "flip-flop",
  "hold_slack_ns": 0.382,
  "postCtsHoldBufs": 0,
  "leakagePower_nw": 1.90,
  "gp_congestion": 0.808,
  "cts.sinks": 74,
  "worstHoldEndpoint": "counter[7]",
  "clock.fmax_ghz": 0.300,
  "slew_headroom_pct": 52.2,
  "cts_tree": "done",
  "warnings": 28
}
-- sequential cells by signal (all words and copies together) (netlist names) --
signal / count
counter: 12
state1: 7
state2: 7
state3: 7
state4: 7
state5: 7
state6: 7
state7: 7
temp_node: 13
-- layer usage --
metal	part of all wire [%]	wire length, microns	GRT usage, %	vias up
met1	42	3740	30.0	1237
met2	49	4350	33.9	133
met4	1.9	168	3.19	0
met5	0	0	0	-
li1	-	-	-	1281
met3	7.8	700	5.41	13
-- cell usage in the layout (no fill, tap or decap), types with 2 or more instances in the layout --
cell             Yosys  final
a21oi_1              2      2
a221oi_1            26     26
a22o_1              13     13
a22oi_1             13     13
and2_1               2      2
buf_4                7      8
clkbuf_8             0     10
clkdlybuf4s50_1      0    143
clkinv_4             0      2
conb_1               1      7
dfrtp_1             11     11
edfxtp_1            62     62
ha_1                 4      4
inv_1                3      3
inv_6                0      2
mux2_2              28     28
nand2_1              3      3
nand2b_1             3      3
nand3_1              2      2
nand4_1              2      2
nand4b_4             2      2
nor2_1               7      7
nor2b_1              2      2
nor4_1               2      2
o22ai_1             13     13
or3_1                2      2
or4_4                2      2
xnor2_1              5      5
-- worst max-delay path, cell delays in order --
cell and delay, ns:
clkdlybuf4s50_1 0.85, nand2_1 0.12, nor3_1 0.29, nand4b_4 0.17, nor2_1 0.55
-- where the power goes --
part	total [mW]	leakage (nW)	switching [mW]	internal [mW]
Sequential	0.501	0.711	0	0.501
Clock	0.354	0.103	0.166	0.189
Combinational	0.0755	1.09	0.0164	0.0591
Total	0.931	1.90	0.182	0.749
-- cells by family (layout without fill, tap and decap cells) --
| logic type | Yosys count | count (layout) | share of synthesized area (%) |
|---|---|---|---|
| AND-OR/OR-AND | 71 | 71 | 15.9 |
| XOR/XNOR | 5 | 5 | 1.23 |
| adder cells (fa/ha/maj) | 4 | 4 | 1.40 |
| buffers and inverters | 36 | 170 | 4.87 |
| flip-flops | 74 | 74 | 60.6 |
| multiplexers | 29 | 29 | 9.11 |
| other | 1 | 7 | 0.105 |
| AND/OR/NAND/NOR | 33 | 33 | 6.87 |
-- stage by stage --
stage	std cells	setup WS [ns]	util (%)	total power [mW]	cell area (sq um)
finish	501	3.27	60.7	0.931	5270
global route	501	3.03	60.7	0.965	5270
CTS	501	3.24	60.7	0.940	5270
global placement	485	2.99	58.3	0.586	5060
detailed placement	485	2.89	58.3	0.587	5060
floorplan	259	4.10	-	0.529	3590
-- how the worst max path moves through the flow --
stage | from | to | slack, ns
4_1_cts | nRST | state5[1] | 3.24
5_1_grt | nRST | state5[1] | 3.03
6_report | nRST | state5[1] | 3.27
-- cell type report --
class                           count  area [sq um]
Tap cell                          108           135
Fill cell                         700          3410
Sequential cell                    74          2160
Timing Repair Buffer              151          1490
Clock buffer                       10           138
Clock inverter                      6          72.6
Multi-Input combinational cell    149          1260
Inverter                            3          11.3
Power is estimated from default activity; no workload was simulated.
